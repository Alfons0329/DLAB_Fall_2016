`/design/flow/run.sh`:
```
#!/bin/bash
# OpenROAD 26Q1-2900-gdf79404cd8, Yosys 0.63+post, stock flow scripts
make -C /OpenROAD-flow-scripts/flow DESIGN_CONFIG=/design/flow/config.mk WORK_HOME=/design/flow/orfs finish
```
`/design/flow/config.mk`:
```
export PLATFORM = sky130hd
export DESIGN_NAME = LCD_module
export DESIGN_NICKNAME = LCD_module
export VERILOG_FILES = /design/flow/design.v
export SDC_FILE = /design/flow/constraint.sdc
export NUM_CORES = 4
export LEC_CHECK = 1
export CORE_UTILIZATION = 30
```
`/design/flow/constraint.sdc`:
```
current_design LCD_module

set clk_period 6.5
set clk_io_pct 0.2

create_clock -name clk0 -period $clk_period [get_ports {clk}]

set non_clock_inputs [all_inputs -no_clocks]
set_input_delay [expr $clk_period * $clk_io_pct] -clock clk0 $non_clock_inputs
set_output_delay [expr $clk_period * $clk_io_pct] -clock clk0 [all_outputs]
```
`/design/flow/design.v`:
```
module LCD_module(
  input clk,
  input reset,
  input [127:0] row_A,
  input [127:0] row_B,
  output LCD_E,
  output LCD_RS,      
  output LCD_RW,      
  output [3:0] LCD_D  
  );
reg lcd_inited;
reg [23:0] init_count;
reg [3:0] init_d, icode;
reg init_e, init_rs, init_rw;
reg [23:0] text_count;
reg [3:0] text_d, mytcode;
reg text_e, text_rs, text_rw;
assign LCD_E  = (lcd_inited)? text_e  : init_e;
assign LCD_RS = (lcd_inited)? text_rs : init_rs;
assign LCD_RW = (lcd_inited)? text_rw : init_rw;
assign LCD_D  = (lcd_inited)? text_d  : init_d;
always @(posedge clk) begin
  if (reset) begin
    lcd_inited <= 0;
    init_count <= 0;
    init_d  <= 4'h0;
    init_e  <= 0;
    init_rs <= 0;
    init_rw <= 1;
  end
  else if (!lcd_inited) begin
    init_count <= init_count + 1;
    init_e  <= init_count[19];
    init_rs <= 0;
    init_rw <= 0;
    init_d  <= icode;
    case (init_count[23:20])
     0: icode <= 4'h3;  
     1: icode <= 4'h3;  
     2: icode <= 4'h3;  
     3: icode <= 4'h2;  
     4: icode <= 4'h2;  
     5: icode <= 4'h8;  
     6: icode <= 4'h0;  
     7: icode <= 4'h6;  
     8: icode <= 4'h0;  
     9: icode <= 4'hC;  
    10: icode <= 4'h0;  
    11: icode <= 4'h1;  
    default: { init_rw, lcd_inited } <= 2'b11;
    endcase
  end
end
always @(posedge clk) begin
  if (reset) begin
    text_count <= 0;
    text_d  <= 4'h0;
    text_e  <= 0;
    text_rs <= 0;
    text_rw <= 0;
  end
  else if (lcd_inited) begin
    text_count <= (text_count[23:17] < 68)? text_count + 1 : 0;
    text_e  <= text_count[16];  
    text_rs <= 1;
    text_rw <= 0;
    text_d <= mytcode;
    case (text_count[23:17])
     0: { text_rs, text_rw, mytcode } <= 6'b001000;
     1: { text_rs, text_rw, mytcode } <= 6'b000000;
     2: mytcode <= row_A[127:124];  
     3: mytcode <= row_A[123:120];  
     4: mytcode <= row_A[119:116];  
     5: mytcode <= row_A[115:112];  
     6: mytcode <= row_A[111:108];  
     7: mytcode <= row_A[107:104];  
     8: mytcode <= row_A[103:100];  
     9: mytcode <= row_A[99 :96 ];  
    10: mytcode <= row_A[95 :92 ];  
    11: mytcode <= row_A[91 :88 ];  
    12: mytcode <= row_A[87 :84 ];  
    13: mytcode <= row_A[83 :80 ];  
    14: mytcode <= row_A[79 :76 ];  
    15: mytcode <= row_A[75 :72 ];  
    16: mytcode <= row_A[71 :68 ];  
    17: mytcode <= row_A[67 :64 ];  
    18: mytcode <= row_A[63 :60 ];  
    19: mytcode <= row_A[59 :56 ];  
    20: mytcode <= row_A[55 :52 ];  
    21: mytcode <= row_A[51 :48 ];  
    22: mytcode <= row_A[47 :44 ];  
    23: mytcode <= row_A[43 :40 ];  
    24: mytcode <= row_A[39 :36 ];  
    25: mytcode <= row_A[35 :32 ];  
    26: mytcode <= row_A[31 :28 ];  
    27: mytcode <= row_A[27 :24 ];  
    28: mytcode <= row_A[23 :20 ];  
    29: mytcode <= row_A[19 :16 ];  
    30: mytcode <= row_A[15 :12 ];  
    31: mytcode <= row_A[11 :8  ];  
    32: mytcode <= row_A[7  :4  ];  
    33: mytcode <= row_A[3  :0  ];  
    34: { text_rs, text_rw, mytcode } <= 6'b001100;
    35: { text_rs, text_rw, mytcode } <= 6'b000000;
    36: mytcode <= row_B[127:124];  
    37: mytcode <= row_B[123:120];  
    38: mytcode <= row_B[119:116];  
    39: mytcode <= row_B[115:112];  
    40: mytcode <= row_B[111:108];  
    41: mytcode <= row_B[107:104];  
    42: mytcode <= row_B[103:100];  
    43: mytcode <= row_B[99 :96 ];  
    44: mytcode <= row_B[95 :92 ];  
    45: mytcode <= row_B[91 :88 ];  
    46: mytcode <= row_B[87 :84 ];  
    47: mytcode <= row_B[83 :80 ];  
    48: mytcode <= row_B[79 :76 ];  
    49: mytcode <= row_B[75 :72 ];  
    50: mytcode <= row_B[71 :68 ];  
    51: mytcode <= row_B[67 :64 ];  
    52: mytcode <= row_B[63 :60 ];  
    53: mytcode <= row_B[59 :56 ];  
    54: mytcode <= row_B[55 :52 ];  
    55: mytcode <= row_B[51 :48 ];  
    56: mytcode <= row_B[47 :44 ];  
    57: mytcode <= row_B[43 :40 ];  
    58: mytcode <= row_B[39 :36 ];  
    59: mytcode <= row_B[35 :32 ];  
    60: mytcode <= row_B[31 :28 ];  
    61: mytcode <= row_B[27 :24 ];  
    62: mytcode <= row_B[23 :20 ];  
    63: mytcode <= row_B[19 :16 ];  
    64: mytcode <= row_B[15 :12 ];  
    65: mytcode <= row_B[11 :8  ];  
    66: mytcode <= row_B[7  :4  ];  
    67: mytcode <= row_B[3  :0  ];  
    default: { text_rs, text_rw, mytcode } <= 6'h10;  
    endcase
  end
end
endmodule
```
==> results.txt <==
Summary of the current implementation state.

- Per the detailed-route log, wirelength across all metal layers totals 26.2 mm.
- Yosys mapped a number of flops with a built-in enable equal to 8.
- In this run the horizontal extent of the chip is 140 µm.
- The depth of the CTS H-tree is 3, for reference.
- Fill cells in the final layout number 1818.
- The number of nets with antenna violations after detailed routing is 0, for reference.
- At the pin with the least slew margin, the transition time is 950 ps.
- Looking at the post-CTS report, the setup buffer insertion count equals 0.
- Cells fill 47.9% of the core in the end.
- The die covers 19500 µm².
- The maximum number of pins on one net before global-route repair is 63, for reference.
- The final timing report counts setup violations totalling 0.
- The number of endpoints with negative hold slack in the final report is 0, for reference.
- The total cell area reported by yosys after synthesis is 5680 µm², for reference.
- The final worst-path cycle share is 55.0%, for reference.
- The clock buffer count from CTS is 9, for reference.
- The cell area after synthesis is 5680 µm², for reference.
- Once iteration 0 of detailed routing completed, the report listed 587 DRC markers.
- The first TritonRoute pass finished after 5 iterations.
- The number of warnings reported in the yosys synthesis log is 1, for reference.
- The leakage power summed over all cells is 2.93 nW, for reference.
- The prevailing post-synth register cell is dfxtp_1, for reference.
- The routed wire length per instance is 21.9 µm, for reference.
- The routed via count divided by cell count is 5.55, for reference.
- Setup repair after global routing left no endpoint under its margin.
- STA puts the critical path data arrival time at 3640 ps.
- Looking at the setup timing report, the critical path kind is input port to register.
- The global-route usage over all layers is 27.4%, for reference.
- The maximum fanout count along the critical path is 1, for reference.
- Compared with the post-synthesis result, the final layout area differs by 54.3%.
- The DRC violation count after routing is 0, for reference.
- Per the detail_route report, the via count comes to 6637.
- The number of buffers on the longest clock path is 2, for reference.
- Max-slew check failures listed in the final report amount to 0.
- The gate-level netlist out of Yosys references 73 unique cell types.
- Synthesis produced 722 cells.
- The final timing report derives a shortest allowable period of 3580 ps.
- For this run, the script counts the antenna cells in the layout as 0.
- The half-perimeter wire length of the detailed placement result is 20.5 mm, for reference.
- The number of antenna violations at the first check in global routing is 0, for reference.
- The number of hold-repair buffers added at the cts stage is 0, for reference.
- The nature of the critical path startpoint is an input port, for reference.
- On the final layout, the worst clock skew is 3.65 ps.
- The quantity of I/O buffers inserted on ports is 264, for reference.
- The share of the core area taken by cells at floorplan is 31.1%.
- The flip-flop and latch count after synthesis is 70, for reference.
- The analysis reports a worst IR drop on VDD of 0.000139 V.
- The OpenROAD report gives the critical path a required time of 6560 ps.
- The worst setup path is captured at a register.
- The total power per unit cell area is 126 nW/µm², for reference.
- In the final layout, the share of cells above drive strength 1 is 6.73%.
- The number of maximum-capacitance violations recorded for the run is 0.
- The relative slew slack is 36.1%, for reference.
- The die extent in y is 140 µm, for reference.
- Counting only logic cells after layout, the most numerous master is clkdlybuf4s50_1.
- After floorplanning, the core was sized to cover 18300 µm².
- TritonCTS built the clock tree.
- Per the CTS log, the root buffer master is clkbuf_16.
- The part of the Yosys area used for sequential elements is 26.1%, for reference.
- The maximum clock frequency is 0.279 GHz, for reference.
- The run finished with clean final reports.
- TritonCTS reports the number of clock sinks as 70.
- The placement summary gives the final routability congestion estimate as 0.981.
- Pin placement for this block handled 265 I/O pins.
- Yosys stat counts 722 cells in the synthesized netlist.
- The type recorded for the worst min-delay path is register to register.
- Summing internal, switching and leakage power gives 1.11 mW.
- The number of OpenROAD warnings is 25, for reference.
- The count of cells resized by post-cts repair is 0, for reference.
- The via count of the first global-routing pass is 6671.
- The timing report gives the clock slew at the launch and capture registers of the worst setup and hold paths as 50 ps.
- The global-route wire length before repair is 39.2 mm, for reference.
- The setup slack of the most critical reg-to-reg path is 3010 ps, for reference.
- In the final timing run, aggregate negative setup slack is 0 ps.
- The clock latency on the worst-skew pair is 320 ps, for reference.
- The synthesis report gives the async set-or-reset register share as 0%.
- The library cells used most frequently in the layout, excluding fill and tap cells, are 264 x clkdlybuf4s50_1, 88 x nor2_1, 58 x dfxtp_1.
- Summed over all layers, the global routing overflow is 0.
- Averaged over all synthesized cells, the footprint is 7.86 µm².
- The number of placement rows is 49, for reference.
## synthesized netlist by cell type (all sizes together), types with 4 or more instances
master   number  area (µm²)
nor2         89         337
dfxtp        62        1240
nand2        54         205
nand3        41         205
mux2i        37         370
buf          30         186
a22oi        29         218
a21oi        27         135
clkbuf       26        97.6
xor2         25         219
nor3         24         120
o21ai        24         120
xnor2        20         175
a22o         19         166
nor2b        17         109
mux2         16         184
a32oi        14         123
nand4        14        87.6
and2         11        68.8
and3         11        68.8
nand2b        9        56.3
nor4          9        56.3
o32ai         9        78.8
edfxtp        8         240
inv           8        30.0
nor3b         7        52.6
o22ai         7        43.8
a31oi         5        31.3
o2111ai       5        43.8
mux4          4        90.1
or2           4        25.0
or3           4        25.0
or4           4        30.0
## worst max-delay path, stage by stage
cell             delay (ps)
clkdlybuf4s50_1         390
mux2_4                  260
a22oi_1                 290
or2_2                   170
o2111ai_1                80
or4_1                   600
or4_1                   540
## path summary, 6_finish.rpt
kind | start | to | cells past startpoint
max reg2reg | text_count[20]$_SDFFE_PP0P_ | mytcode[1]$_DFFE_PP_ | 7
max | row_A[17] | mytcode[1]$_DFFE_PP_ | 7
min reg2reg | init_rw$_SDFFE_PP1N_ | init_rw$_SDFFE_PP1N_ | 2
min | init_rw$_SDFFE_PP1N_ | init_rw$_SDFFE_PP1N_ | 2
## flip-flops by register name (all words and copies together) (netlist names), 4 cells and up
register and count:
text_d 4, text_count 24, init_d 4, mytcode 4
init_count 24, icode 4
## logic make-up after synthesis
logic type	synth area share, %
buf+inv	5.60
fa+ha+maj	0.617
flops	26.1
compound gates	21.4
simple gates	28.0
mux	11.4
xor+xnor	6.94
## layout make-up
class | count | area, µm² | share of cell area, %
Inverter | 9 | 33.8 | 0.386
Timing Repair Buffer | 284 | 2790 | 31.9
Multi-Input combinational cell | 587 | 3880 | 44.3
Clock buffer | 11 | 233 | 2.66
Clock inverter | 5 | 50.0 | 0.571
Tap cell | 229 | 287 | 3.27
Sequential cell | 70 | 1490 | 17.0
## per-stage QoR
stage | hold slack (ps) | area [µm²] | std cells | worst slack, ps
finish | 450 | 8760 | 1195 | 2920
global route | 478 | 8760 | 1195 | 2820
CTS | 457 | 8760 | 1195 | 2920
detailed placement | 450 | 8480 | 1179 | 2580
global placement | 443 | 8480 | 1179 | 2610
floorplan | 426 | 5680 | 722 | 3340
## layer usage
metal,vias up,track usage (%),share of wire [%]
met5,-,0,0
met4,0,10.6,4.4
met3,60,5.58,7.8
met2,312,46.7,49
met1,3076,34.2,38
li1,3189,-,-
## power by group
group	total (mW)	leakage (nW)	internal, mW	switching [mW]
clock	0.463	0.143	0.294	0.169
combinational	0.201	2.21	0.155	0.0467
sequential	0.442	0.577	0.440	0.00220
total	1.11	2.93	0.889	0.218
Power and IR drop assume default switching activity.
