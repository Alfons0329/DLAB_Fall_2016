==> flow/design.v <==
module IMPOR(in,mode,in_valid,clk,rst_n,out,out_valid,ready);
input [2:0] in,mode;
input in_valid,clk,rst_n;
output reg [2:0]out;
output reg out_valid,ready;
reg [3:0]mode_tmp;
reg [2:0] a0,a1,a2,a3,a4,a5,a6,a7,a8;
reg [4:0] step,out_cnt;
always@(posedge clk or negedge rst_n)  
begin
	if(!rst_n)
	begin
		a0<=0;
		a1<=0;
		a2<=0;
		a3<=0;
		a4<=0;
		a5<=0;
		a6<=0;
		a7<=0;
		a8<=0;
	end
	else if(in_valid&&mode_tmp==8)
	case(step)
		0:a0<=in;
		1:a1<=in;
		2:a2<=in;
		3:a3<=in;
		4:a4<=in;
		5:a5<=in;
		6:a6<=in;
		7:a7<=in;
		8:a8<=in;
		default:  
		begin
			a0<=a0;
			a1<=a1;
			a2<=a2;
			a3<=a3;
			a4<=a4;
			a5<=a5;
			a6<=a6;
			a7<=a7;
			a8<=a8;
		end
	endcase
	else if(mode_tmp>=1&&mode_tmp<=7)  
	begin
		case(mode_tmp)
		1:
		begin
			a0<=a2;
			a3<=a5;
			a6<=a8;
			a2<=a0;
			a5<=a3;
			a8<=a6;
		end
		2:
		begin
			a0<=a6;
			a1<=a7;
			a2<=a8;
			a6<=a0;
			a7<=a1;
			a8<=a2;
		end
		3:
		begin
			a0<=a2;
			a1<=a5;
			a2<=a8;
			a5<=a7;
			a8<=a6;
			a7<=a3;
			a6<=a0;
			a3<=a1;
		end
		4:
		begin
			a0<=a6;
			a1<=a3;
			a2<=a0;
			a5<=a1;
			a8<=a2;
			a7<=a5;
			a6<=a8;
			a3<=a7;
		end
		5:
		begin
			if(a0==7) a0<=7;
			else a0<=a0+1;
			if(a3==7) a3<=7;
			else a3<=a3+1;
			if(a6==7) a6<=7;
			else a6<=a6+1;
		end
		6:
		begin
			if(a1==7) a1<=7;
			else a1<=a1+1;
			if(a4==7) a4<=7;
			else a4<=a4+1;
			if(a7==7) a7<=7;
			else a7<=a7+1;
		end
		7:
		begin
			if(a2==7) a2<=7;
			else a2<=a2+1;
			if(a5==7) a5<=7;
			else a5<=a5+1;
			if(a8==7) a8<=7;
			else a8<=a8+1;
		end
		default  
		begin
			a0<=a0;
			a1<=a1;
			a2<=a2;
			a3<=a3;
			a4<=a4;
			a5<=a5;
			a6<=a6;
			a7<=a7;
			a8<=a8;
		end
		endcase
	end
	else  
	begin
		a0<=a0;
		a1<=a1;
		a2<=a2;
		a3<=a3;
		a4<=a4;
		a5<=a5;
		a6<=a6;
		a7<=a7;
		a8<=a8;
	end
end
always@(posedge clk or negedge rst_n)  
begin
	if(!rst_n)
		step<=0;
	else if(!out_cnt&&in_valid)  
		step<=step+1;
	else
		step<=0;  
end
always@(posedge clk or negedge rst_n)
begin
	if(!rst_n)
		ready<=0;
	else if(!out_valid)  
		ready<=1;
	else if(!out_valid&&!mode_tmp)  
		ready<=0;
	else
		ready<=0;
end
always@(posedge clk or negedge rst_n)
begin
	if(!rst_n)
		mode_tmp<=8;
	else if(out_cnt>=10)  
		mode_tmp<=8;
	else if(mode)  
		mode_tmp<=mode;
	else if(!mode)  
		mode_tmp<=mode;
	else if(!mode_tmp)
		mode_tmp<=mode_tmp;
	else  
		mode_tmp<=8; 
end
always@(posedge clk or negedge rst_n)
begin
	if(!rst_n)
		out_valid<=0;
	else if(out_cnt>=1&&out_cnt<=9)  
		out_valid<=1;
	else
		out_valid<=0;  
end
always@(posedge clk or negedge rst_n)
begin
	if(!rst_n)
		out<=0;
	else if(mode_tmp)  
		out_cnt<=0;
	else if(!mode_tmp&&out_cnt==0)  
		out_cnt<=1;
	else if(out_cnt>=1&&out_cnt<=10)  
	begin
		case(out_cnt)
		1:
		begin
			out<=a0;
			out_cnt<=out_cnt+1;
		end
		2:
		begin
			out<=a1;
			out_cnt<=out_cnt+1;
		end
		3:
		begin
			out<=a2;
			out_cnt<=out_cnt+1;
		end
		4:
		begin
			out<=a3;
			out_cnt<=out_cnt+1;
		end
		5:
		begin
			out<=a4;
			out_cnt<=out_cnt+1;
		end
		6:
		begin
			out<=a5;
			out_cnt<=out_cnt+1;
		end
		7:
		begin
			out<=a6;
			out_cnt<=out_cnt+1;
		end
		8:
		begin
			out<=a7;
			out_cnt<=out_cnt+1;
		end
		9:
		begin
			out<=a8;
			out_cnt<=out_cnt+1;
		end
		default:
		begin
			out<=0;
			out_cnt<=0;
		end
		endcase
	end
	else  
	out<=0;
end
endmodule
==> flow/run.sh <==
#!/bin/bash
# OpenROAD 26Q1-2900-gdf79404cd8, Yosys 0.63+post, stock flow scripts
make -C /OpenROAD-flow-scripts/flow DESIGN_CONFIG=/design/flow/config.mk WORK_HOME=/design/flow/orfs finish
==> flow/config.mk <==
export PLATFORM = sky130hd
export DESIGN_NAME = IMPOR
export DESIGN_NICKNAME = IMPOR
export VERILOG_FILES = /design/flow/design.v
export SDC_FILE = /design/flow/constraint.sdc
export NUM_CORES = 4
export LEC_CHECK = 1
export CORE_UTILIZATION = 40
==> flow/constraint.sdc <==
current_design IMPOR

set clk_period 3.9
set clk_io_pct 0.2

create_clock -name clk0 -period $clk_period [get_ports {clk}]

set non_clock_inputs [all_inputs -no_clocks]
set_input_delay [expr $clk_period * $clk_io_pct] -clock clk0 $non_clock_inputs
set_output_delay [expr $clk_period * $clk_io_pct] -clock clk0 [all_outputs]
==> run notes <==
Implementation numbers.

- Measured along the y axis, the die boundary spans roughly 98 µm.
- The kind of cell with the highest combined delay along the critical path is simple AND/OR/NAND/NOR gates.
- The headroom to the max-slew limit reads around two fifths.
- The all-layer global routing usage is between 20% and 30%.
- In this run the horizontal extent of the chip is between 90 and 100 µm.
- The post-route worst setup slack is between 1 and 1.5 ns.
- The quantity of gates resized following cts reads 0.
- The count of mapped cells out of synthesis is ~440.
- Dividing the synthesized area by the synthesized cell count gives around 8.3 µm².
- The worst reg2reg path endpoint reads a4[1].
- The chip area reads between 9000 and 10000 µm².
- The count of instantiated cells in the yosys netlist reads about 440.
- The number of antenna violations at the first check in global routing is 0.
- The share of post-route cells with drive strength above 1 reads slightly below 7%.
- The transition time at the pin with the least slew margin reads between 0.8 and 0.9 ns.
- STA classifies the critical path endpoint as a flip-flop.
- The logic area reads 2300 µm².
- The routed wirelength normalized by instance count reads around 18 µm.
- The tool warning count reads 31.
- In this run the static leakage power is 1.51 nW.
- The critical path data arrival time reads 2.97 ns.
- The critical path endpoint reads a4[1].
- Total power normalized to cell area comes to 505 nW/µm².
- The count of pins on the block boundary reads 14.
- The critical path launch point is mode_tmp[3].
- The required time of the critical path reads a little over 4 ns.
- The diode insertion count for antenna repair is 0.
- The class of the tightest hold or removal check is flip-flop to flip-flop.
- The post-placement setup slack is roughly 0.87 ns.
- The registers of the reported paths see a clock transition of approximately 0.090 ns.
- The slowest cell on the critical path reads sky130_fd_sc_hd__dfstp_2.
- After synthesis the cells add up to roughly 3700 µm².
- Registers take around 1200 µm².
- The maximum achievable frequency reads between 300 and 400 MHz.
- The initialized floorplan defines 34 standard-cell rows.
- The root buffer cell chosen for the clock tree is sky130_fd_sc_hd__clkbuf_8.
- The number of endpoints with negative hold slack in the final report is 0.
- Of all flip-flops after synthesis, the portion carrying an async set or reset was 89.1%.
- Traced cell by cell, the critical path runs through nand3b_1 > or2_1 > nor2_1 > a21oi_1 > mux2_1.
- The number of buffers and inverters on the critical path is 0.
- The type of origin of the critical path reads a flip-flop.
- The wire length recorded after detailed routing is between 9000 and 10000 µm.
- The number of clock buffers inserted by TritonCTS is 5.
- The startpoint of the most critical register-to-register path is mode_tmp[3].
- The largest area contributor in the synthesized netlist is sky130_fd_sc_hd__dfrtp_1.
- In this run the VDD rail shows a maximum IR drop of roughly 0.20 mV.
- The count of max-cap constraint violations reads 0.
- The aggregate global routing overflow is 0.
- The violation tally recorded at the end of detailed-routing iteration 0 is between 200 and 250.
- The via density per instance is between 6 and 7.
- The setup skew after layout is 0.00760 ns.
- The checks that failed: design-rule violations.
- The maximum root-to-sink buffer count is 2.
- The first global-routing pass estimated around 17000 µm of wire.
- The type of the setup path with the least slack is flip-flop to flip-flop.
- The final tally of max-slew violations reads 0.
- The area added between synthesis and finish is 7.29%.
- The top cell type by instance count after synthesis reads sky130_fd_sc_hd__a21oi_1.
- Looking at hold timing, the worst path starts from out_valid.
- The commonest register cell is sky130_fd_sc_hd__dfrtp_1.
- In this run the number of cells on the critical path is 5.
- The commonest cells after synthesis are 49 x sky130_fd_sc_hd__a21oi_1, 48 x sky130_fd_sc_hd__nor2_1, 40 x sky130_fd_sc_hd__dfrtp_1, 34 x sky130_fd_sc_hd__o21ai_0, 27 x sky130_fd_sc_hd__nand2_1.
- The detailed-route DRC error count is 2.
- The flow ran to the end, but the final reports show violations.
- The sequential area share after synthesis is roughly a third.
- Yosys mapped a number of flops with a built-in enable equal to 5.
- The part of the cycle the worst path needs reads 71.2%.
- The number of hold buffers added after CTS reads 0.
- The tally of unique sky130hd cells used after synthesis reads 62.
- The number of warnings reported in the yosys synthesis log is 1.
- The number of sinks on the clock net reads ~46.
- The via count of the first global-routing pass came to between 3000 and 4000.
- The placer's final routability congestion estimate reads 0.943.
- The final HPWL from detailed placement reads between 7000 and 8000 µm.
- Setup repair after global routing left no endpoint under its margin.
- After synthesis the netlist holds a flip-flop and latch count of between 40 and 50.
- The number of setup buffers added after CTS reads 0.
- The post-detailed-route count of antenna-violating nets reads 0.
- The total of buffers placed on input and output ports reads 13.
- The number of cells on the worst reg-to-reg path is 5.
- The largest net degree at the start of global routing is roughly 43.
- The later-pin clock latency in the skew report is 0.30 ns.
- The stat command in Yosys gives a chip area of about 3700 µm².
- Before antenna repair, the detailed router went through 46 iterations.
- The TritonCTS clock tree reads built.
- The fill cell total of the finished layout reads ~860.
- The critical path's largest stage delay is about 0.93 ns.
- The design draws 1.99 mW.
- The timing report gives the worst reg2reg path a setup slack of 1.12 ns.
- For the final routed database, the setup TNS stands at 0 ns.
- The floorplan core area reads approximately 8800 µm².
- The main area contributors are sky130_fd_sc_hd__dfrtp_1 27%, sky130_fd_sc_hd__a21oi_1 6.7%, sky130_fd_sc_hd__ha_1 5.8%, sky130_fd_sc_hd__nor2_1 4.9%, sky130_fd_sc_hd__o21ai_0 4.6%.
- The CTS H-tree depth is 2.
- The initial cell density of the core is approximately two fifths.
- The largest fanout of any net on the critical path reads 31.
- The clock period minus final worst setup slack reads around 2.8 ns.
- The vias after detailed routing reads ~3400.
- The number of setup violations in the final report is 0.
- The registers reported with the highest flop counts are out_cnt: 5 flops, step: 5 flops, mode_tmp: 4 flops.
- In this run the biggest area consumer among cell types represents between 20 and 30% of the synthesized area.
-- power by group --
group | total, mW | internal, mW | switching (mW) | leakage, nW
clock | 0.363 | 0.189 | 0.174 | 0.0579
sequential | 0.927 | 0.619 | 0.309 | 0.549
combinational | 0.700 | 0.350 | 0.350 | 0.903
-- routing by layer --
metal	GRT usage (%)	part of all wire (%)	vias up
met5	0	0	-
li1	-	-	1622
met1	34.9	45	1608
met2	33.2	45	149
met3	5.09	8.5	18
met4	3.38	1.7	0
-- worst min-delay path by stage --
| stage | endpoint | slack [ns] | depth (start not counted) |
|---|---|---|---|
| after CTS | ready | 0.43 | 1 |
| after global routing | ready | 0.47 | 1 |
| final | ready | 0.42 | 1 |
-- worst register-to-register path: stages, from the launching register on --
cell and delay (ns):
sky130_fd_sc_hd__dfstp_2 0.93, sky130_fd_sc_hd__nand3b_1 0.29, sky130_fd_sc_hd__or2_1 0.60, sky130_fd_sc_hd__nor2_1 0.47, sky130_fd_sc_hd__a21oi_1 0.09, sky130_fd_sc_hd__mux2_1 0.30
-- per-stage QoR --
| stage | instance area, µm² | utilization (%) | cells | hold slack, ns |
|---|---|---|---|---|
| final | 3940 | 44.7 | 547 | 0.421 |
| after floorplan | 3670 | - | 440 | 0.370 |
| after global routing | 3940 | 44.7 | 547 | 0.469 |
| after global placement | 3830 | 43.5 | 539 | 0.399 |
| after CTS | 3940 | 44.7 | 547 | 0.429 |
| after detailed placement | 3830 | 43.5 | 539 | 0.415 |
-- layout by cell type (no fill, tap or decap), drive strengths merged, types with 3 or more instances in the layout --
cell type / n
o21bai: 3
a221oi: 3
edfxtp: 5
o32a: 4
o22ai: 14
o221ai: 7
a22oi: 11
a211oi: 4
nor3: 8
a31oi: 11
xnor2: 5
mux2i: 4
or3: 6
nand2: 27
o21a: 4
nor2b: 14
buf: 6
nor2: 50
nand2b: 11
a21oi: 49
dfrtp: 40
clkdlybuf4s50: 12
clkbuf: 5
mux2: 14
and2: 4
ha: 17
o21ai: 34
nand3: 9
xor2: 3
inv: 16
-- area by class of cell --
cell class | instances | area share, %
well taps | 108 | 3.43
inverters | 16 | 1.52
clock buffers | 5 | 1.75
flip-flops and latches | 46 | 29.9
multi-input cells | 351 | 58.3
repair buffers | 18 | 4.13
clock inverters | 3 | 1.02
-- kinds of logic (layout without fill, tap and decap cells) --
group	count (synthesis)	count (layout)	synth area share, %
AOI/OAI and AO/OA	161	161	28.4
xor gates and xnor gates	8	8	1.91
adders and majority gates	17	17	5.79
buffers and inverters	43	42	5.42
DFF	46	46	32.1
muxes	18	18	5.38
other	1	1	0.102
and+or+nand+nor	146	146	20.9
Power figures rest on the tool's default switching activity, not on a simulated workload.
