## /design/flow/constraint.sdc

```tcl
current_design DALU

set clk_period 17.6
set clk_io_pct 0.2

create_clock -name clk0 -period $clk_period [get_ports {clk}]

set non_clock_inputs [all_inputs -no_clocks]
set_input_delay [expr $clk_period * $clk_io_pct] -clock clk0 $non_clock_inputs
set_output_delay [expr $clk_period * $clk_io_pct] -clock clk0 [all_outputs]
```

## /design/flow/design.v

```verilog
`timescale 1ns / 1ps
module DALU(
	clk,
	rst,
	in_valid,
	instruction,
  out_valid,
  out
    );
input [18:0] instruction;
input clk,rst,in_valid;
output reg [15:0] out;
output reg out_valid;
reg signed [15:0] spart,tpart,lpart;   
reg [4:0] mode_tmp;
reg [1:0] current_state,next_state;
parameter idle=0,getinput=1,ex=2,sendout=3;
always@(posedge clk)
begin
	if(rst)current_state<=idle;
	else current_state<=next_state;
end
always@(*)
begin
	case(current_state)
		idle:next_state=getinput;		
		getinput:if(in_valid)next_state=sendout;
			else next_state=getinput;
		sendout:next_state=idle;
		default:next_state=idle;
	endcase
end
always@(posedge clk)
begin
	if(rst)
	begin
		spart<=0;
		tpart<=0;
		lpart<=0;
		mode_tmp<=0;
	end
	else if(current_state==getinput&&in_valid)
	begin
		case(instruction[18:16])
		0:
		begin
			case(instruction[3:0])
			0:begin mode_tmp<=1; spart<={{10{instruction[15]}},instruction[15:10]}; tpart<={{10{instruction[9]}},instruction[9:4]}; end
			1:begin mode_tmp<=2; spart<={{10{instruction[15]}},instruction[15:10]}; tpart<={{10{instruction[9]}},instruction[9:4]}; end
			2:begin mode_tmp<=3; spart<={{10{instruction[15]}},instruction[15:10]}; tpart<={{10{instruction[9]}},instruction[9:4]}; end
			3:begin mode_tmp<=4; spart<={{10{instruction[15]}},instruction[15:10]}; tpart<={{10{instruction[9]}},instruction[9:4]}; end
			4:begin mode_tmp<=5; spart<={{10{instruction[15]}},instruction[15:10]}; tpart<={{10{instruction[9]}},instruction[9:4]}; end
			default
			begin
				spart<=spart;
				tpart<=tpart;
				lpart<=lpart;
				mode_tmp<=mode_tmp;
			end
			endcase
		end
		1:
		begin 
			mode_tmp<=6; spart<={{10{instruction[15]}},instruction[15:10]}; tpart<={{10{instruction[9]}},instruction[9:4]};
			lpart<={{12{instruction[3]}},instruction[3:0]}; 
		end
		2:
		begin 
			mode_tmp<=7; spart<={{10{instruction[15]}},instruction[15:10]}; tpart<={{10{instruction[9]}},instruction[9:4]};
			lpart<={{12{instruction[3]}},instruction[3:0]}; 
		end
		3:begin mode_tmp<=8; spart<={{10{instruction[15]}},instruction[15:10]}; tpart<={{6{instruction[9]}},instruction[9:0]}; end
		4:begin mode_tmp<=9; spart<={{10{instruction[15]}},instruction[15:10]}; tpart<={{6{instruction[9]}},instruction[9:0]}; end
		default
		begin
			spart<=spart;
			tpart<=tpart;
			lpart<=lpart;
			mode_tmp<=mode_tmp;
		end
		endcase
	end
	else
	begin
		spart<=spart;
		tpart<=tpart;
		lpart<=lpart;
		mode_tmp<=mode_tmp;
	end
end
always@(posedge clk)
begin
	if(rst)
		out_valid<=0;
	else if(current_state==sendout)
		out_valid<=1;
	else
		out_valid<=0;
end
always@(posedge clk)
begin
	if(rst)
		out<=0;
	else if(current_state==sendout)
	begin
		case(mode_tmp)
		1: out<=spart&tpart;
		2: out<=spart|tpart;
		3: out<=spart^tpart;
		4: out<=spart+tpart;
		5: out<=spart-tpart;
		6: out<=spart*tpart*lpart;
		7: out<=(spart+tpart+lpart)*(spart+tpart+lpart);
		8: out<=spart+tpart;
	    9: out<=spart-tpart;
		default:out<=0;
		endcase
	end
	else
		out<=0;
end
endmodule
```

## /design/flow/run.sh

```bash
#!/bin/bash
# OpenROAD 26Q1-2900-gdf79404cd8, Yosys 0.63+post, stock flow scripts
make -C /OpenROAD-flow-scripts/flow DESIGN_CONFIG=/design/flow/config.mk WORK_HOME=/design/flow/orfs finish
```

## /design/flow/config.mk

```make
export PLATFORM = sky130hd
export DESIGN_NAME = DALU
export DESIGN_NICKNAME = DALU
export VERILOG_FILES = /design/flow/design.v
export SDC_FILE = /design/flow/constraint.sdc
export NUM_CORES = 4
export LEC_CHECK = 1
export CORE_UTILIZATION = 40
```

==> impl_metrics.xml <==
<?xml version="1.0" encoding="UTF-8"?>
<metrics>
  <group name="yosys">
    <metric name="yosys_warning_tally" unit="">1</metric>
    <metric name="postSynth.asyncResetShare" unit="">0</metric>
    <metric name="seq_area_frac_synth" unit="">0.0825</metric>
    <metric name="yosys_register_bits" unit="">49</metric>
    <metric name="synth_area" unit="µm²">11900</metric>
    <metric name="ys_cells" unit="">1379</metric>
    <metric name="ys.flop_type" unit="">dfxtp_1</metric>
    <metric name="syn_avg_cell_area" unit="µm²">8.63</metric>
    <metric name="enable_flop_cells" unit="">0</metric>
    <metric name="library_cells_used_by_synthesis" unit="">71</metric>
    <metric name="syn_inst" unit="">1379</metric>
    <metric name="yosysChipArea" unit="µm²">11900</metric>
  </group>
  <group name="global_route">
    <metric name="grt_max_degree" unit="">27</metric>
    <metric name="antenna_found_initial" unit="">0</metric>
    <metric name="gr-usage-all-layers" unit="">0.195</metric>
    <metric name="grt_pass1_wl" unit="mm">45.7</metric>
    <metric name="grt_pass1_vias" unit="">9249</metric>
    <metric name="global_route.overflow_total" unit="">0</metric>
  </group>
  <group name="floorplanning">
    <metric name="vertical_die_dimension" unit="µm">174</metric>
    <metric name="chipWidth" unit="µm">174</metric>
    <metric name="io-pin-count" unit="">39</metric>
    <metric name="initial_utilization" unit="">0.410</metric>
    <metric name="dieArea" unit="µm²">30400</metric>
    <metric name="core_area" unit="µm²">29000</metric>
    <metric name="std_cell_rows" unit="">62</metric>
  </group>
  <group name="final_timing">
    <metric name="timing.clock.skew" unit="ns">0.0163</metric>
    <metric name="timing.final.max_slew_violations" unit="">0</metric>
    <metric name="slew_headroom" unit="">0.431</metric>
    <metric name="min_period" unit="ns">9.16</metric>
    <metric name="tns" unit="ns">0</metric>
    <metric name="worstMarginPinSlew" unit="ns">0.848</metric>
    <metric name="rsz0062_at_grt" unit="">false</metric>
    <metric name="setup-violations-final" unit="">0</metric>
    <metric name="achievable-frequency" unit="MHz">109</metric>
    <metric name="finalHoldWorstSlack" unit="ns">0.438</metric>
    <metric name="final_min_period_over_clock_period" unit="">0.520</metric>
    <metric name="number_of_failing_hold_endpoints_at_the_final_stage" unit="">0</metric>
  </group>
  <group name="cts">
    <metric name="clock_tree.root_cell" unit="">clkbuf_16</metric>
    <metric name="hold_buffers" unit="">0</metric>
    <metric name="clockBufferDepth" unit="">2</metric>
    <metric name="post-cts-setup-buffers" unit="">0</metric>
    <metric name="cts_max_level" unit="">2</metric>
    <metric name="cts-buffers-inserted" unit="">5</metric>
    <metric name="clk_latency" unit="ns">0.30</metric>
    <metric name="cts.reportedPaths.clkPinSlew" unit="ns">0.07</metric>
    <metric name="tritoncts_clock_tree" unit="">built</metric>
    <metric name="post_cts_resize_count" unit="">0</metric>
    <metric name="clock_sinks" unit="">49</metric>
  </group>
  <group name="critical_path">
    <metric name="timing.critical_path.to_type" unit="">flip-flop</metric>
    <metric name="worstPathRequired" unit="ns">17.75</metric>
    <metric name="path_max_fanout" unit="">9</metric>
    <metric name="worst_setup_sp" unit="">spart[1]</metric>
    <metric name="worst_path_largest_cell_delay" unit="ns">0.58</metric>
    <metric name="cp.arrival" unit="ns">9.30</metric>
    <metric name="timing.critical_path.mode_cell" unit="">fa_1</metric>
    <metric name="worstReg2RegStart" unit="">spart[1]</metric>
    <metric name="crit_path_start_kind" unit="">flip-flop</metric>
    <metric name="cell_type_of_the_slowest_stage_on_the_worst_timing_path" unit="">dfxtp_1</metric>
    <metric name="worstSetupPathType" unit="">flip-flop to flip-flop</metric>
  </group>
  <group name="power">
    <metric name="power.ir.vdd_worst" unit="V">0.0000439</metric>
    <metric name="power.share.clock" unit="">0.281</metric>
    <metric name="sw_frac_of_total" unit="">0.382</metric>
    <metric name="power.combinational.fraction" unit="">0.409</metric>
    <metric name="static-leakage-power" unit="µW">0.00643</metric>
    <metric name="portion_of_total_power_attributed_to_sequential_cells" unit="">0.310</metric>
    <metric name="power.net_switching" unit="µW">144</metric>
    <metric name="power_report.internal_total" unit="µW">232</metric>
    <metric name="cellPowerDensity" unit="nW/µm²">29.3</metric>
  </group>
  <group name="place">
    <metric name="finalWeightedCongestion" unit="">0.936</metric>
    <metric name="place_hpwl" unit="mm">22.8</metric>
    <metric name="port_buffers" unit="">38</metric>
  </group>
  <group name="cells_and_area">
    <metric name="post_route_cells_drive_above_1_share" unit="">0.0313</metric>
    <metric name="final-seq-area" unit="µm²">981</metric>
    <metric name="combinational_area" unit="µm²">9690</metric>
    <metric name="areaGrowthSynthToFinish" unit="%">8.07</metric>
    <metric name="final.fill_count" unit="">2891</metric>
  </group>
  <group name="detailed_routing">
    <metric name="n_antenna_cell" unit="">0</metric>
    <metric name="via_cell_ratio" unit="">5.05</metric>
    <metric name="drt_pre_antenna_iters" unit="">5</metric>
    <metric name="post_drt_wl_per_cell" unit="µm">14.7</metric>
    <metric name="ant_nets_after_route" unit="">0</metric>
    <metric name="drt-total-wl" unit="mm">26.4</metric>
    <metric name="drc_errors" unit="">0</metric>
    <metric name="detailedRoute.firstIterationViolations" unit="">427</metric>
    <metric name="num_vias" unit="">9039</metric>
  </group>
  <group name="run_status">
    <metric name="run_status" unit="">finished clean</metric>
  </group>
  <group name="flow_run">
    <metric name="warning_count" unit="">48</metric>
    <metric name="maxCapViolCount" unit="">0</metric>
  </group>
  <group name="hold_path">
    <metric name="holdCritStartpoint" unit="">current_state[2]</metric>
    <metric name="min-delay-path-class" unit="">flip-flop to flip-flop</metric>
  </group>
</metrics>
==> cells by family (layout without fill, tap and decap cells) <==
logic type | Yosys count | after routing | share of synthesized area
fa+ha+maj | 350 | 350 | 0.472
simple gates | 341 | 341 | 0.134
buf+inv | 317 | 345 | 0.103
compound gates | 218 | 218 | 0.125
xor+xnor | 87 | 87 | 0.0698
flops | 49 | 49 | 0.0825
mux | 17 | 17 | 0.0143
==> Yosys cell counts, drive strengths merged, types with 17 or more instances <==
cell	number	share of area
inv	281	0.089
ha	186	0.20
fa	164	0.28
nor2	110	0.035
nand2	105	0.033
xnor2	64	0.047
a21oi	51	0.021
dfxtp	49	0.082
o21ai	47	0.020
and2	41	0.022
clkbuf	31	0.013
xor2	18	0.013
mux2i	17	0.014
==> power by group through the flow <==
stage / registers (µW) / clock network (µW) / logic (µW)
CTS: 117 / 108 / 156
finish: 117 / 106 / 154
global route: 117 / 112 / 177
==> worst paths after layout <==
kind / to / slack [ns] / depth (start not counted)
max: out[15] / 8.44 / 32
min: current_state[0] / 0.44 / 1
max reg2reg: out[15] / 8.44 / 32
min reg2reg: current_state[0] / 0.44 / 1
==> critical path: cells and delay by family, from the launching register on <==
family	cells	cell delay, ns
AOI/OAI and AO/OA	12	2.32
xor gates and xnor gates	2	0.56
adders and majority gates	9	3.99
buffers and inverters	4	0.54
DFF	1	0.58
and+or+nand+nor	5	0.99
==> state kept, by name, summed over array words and instances, names as in the netlist <==
register and cells:
out 16, lpart 4, tpart 10, mode_tmp 9
current_state 3, out_valid 1, spart 6
==> final cells by class <==
| class | instances | share of cell area |
|---|---|---|
| multi-input combinational | 1013 | 0.754 |
| inverter | 286 | 0.0835 |
| sequential | 49 | 0.0763 |
| tap | 384 | 0.0374 |
| timing repair buffer | 51 | 0.0372 |
| clock buffer | 6 | 0.0108 |
| clock inverter | 2 | 0.00127 |
==> placed cells by master, fill, tap and decap left out, drive strengths merged, types with 11 or more instances in the layout <==
master         netlist  layout
nor2               110     110
nor2b               13      13
o21ai               47      47
nand3               13      13
ha                 186     186
nor3                12      12
a21oi               51      51
a31oi               13      13
inv                281     282
dfxtp               49      49
and2                41      41
buf                  0      13
nand2              105     105
fa                 164     164
a21o                13      13
clkdlybuf4s50        0      38
xor2                18      18
mux2i               17      17
xnor2               64      64
a211oi              11      11
nand2b              13      13
==> per-stage QoR <==
| stage | cell area [µm²] | setup WS (ns) | total power, µW | cells | util |
|---|---|---|---|---|---|
| CTS | 12900 | 8.39 | 380 | 1791 | 0.443 |
| global route | 12900 | 7.76 | 406 | 1791 | 0.443 |
| floorplan | 11900 | 9.39 | 230 | 1379 | - |
| finish | 12900 | 8.44 | 376 | 1791 | 0.443 |
| detailed placement | 12700 | 8.41 | 274 | 1783 | 0.438 |
| global placement | 12700 | 8.57 | 273 | 1783 | 0.438 |
==> per-layer routing <==
| metal | track usage | share of wire | vias up |
|---|---|---|---|
| li1 | - | - | 4499 |
| met1 | 0.309 | 0.50 | 4332 |
| met2 | 0.296 | 0.43 | 193 |
| met3 | 0.0450 | 0.066 | 15 |
| met4 | 0.00987 | 0.0061 | 0 |
| met5 | 0 | 0 | - |
Power figures rest on the tool's default switching activity, not on a simulated workload.
